==> run.sh <==
#!/bin/bash
# OpenROAD 26Q1-2900-gdf79404cd8, Yosys 0.63+post, stock flow scripts
make -C /OpenROAD-flow-scripts/flow DESIGN_CONFIG=/design/flow/config.mk WORK_HOME=/design/flow/orfs finish
==> config.mk <==
export PLATFORM = sky130hd
export DESIGN_NAME = PFIFORM
export DESIGN_NICKNAME = PFIFORM
export VERILOG_FILES = /design/flow/design.v
export SDC_FILE = /design/flow/constraint.sdc
export NUM_CORES = 4
export LEC_CHECK = 1
export CORE_UTILIZATION = 40
==> constraint.sdc <==
current_design PFIFORM

set clk_period 91.9
set clk_io_pct 0.2

create_clock -name clk0 -period $clk_period [get_ports {i_core_clk}]

set non_clock_inputs [all_inputs -no_clocks]
set_input_delay [expr $clk_period * $clk_io_pct] -clock clk0 $non_clock_inputs
set_output_delay [expr $clk_period * $clk_io_pct] -clock clk0 [all_outputs]
==> design.v <==
module PFIFORM 
(
  input  wire         i_rx_rstn,   
  input  wire         i_core_clk,  
  input  wire         JoinEnable,  
  output wire         JoinPermit,  
  input  wire         PopPermit,   
  input  wire  [4:0]  JoinAmount,   
  input  wire  [4:0]  PopAmount,    
  input  wire  [255:0] JoinData,    
  output wire  [255:0] PopData,     
  output wire          PopEnable    
);
wire           JoinEnableInner;
wire [1:0]     RegisterCounterBranchCode;
reg  [6:0]     RegisterCounter=7'd0;     
reg  [767:0]   CacheRegisterFIFO=768'd0;
assign         JoinEnableInner=((JoinEnable==1'b1)&&(JoinPermit==1'b1));
assign         JoinPermit=(JoinAmount+RegisterCounter)<7'd96;
assign         RegisterCounterBranchCode={PopEnable,JoinEnableInner};
assign         PopEnable=( (PopAmount<RegisterCounter) && (PopPermit==1'b1) );
wire [255:0]  JoinDataPro;
assign        JoinDataPro= JoinData <<( {(31-JoinAmount),3'b000} ) ;
wire [767:0] PopDataCache;
assign        PopData= PopDataCache[255:0] & ( ({256{1'b1}})>>( {(31-PopAmount),3'b000} ) );
always @(posedge i_core_clk or negedge i_rx_rstn)
begin
  if(i_rx_rstn==1'b0)
    CacheRegisterFIFO<=768'd0;
  else if(JoinEnableInner==1'b1)
	CacheRegisterFIFO<=( ( CacheRegisterFIFO>>( {(JoinAmount+1),3'b000} ) ) | ({JoinDataPro,512'd0}) );
end
always @(posedge i_core_clk or negedge i_rx_rstn)
begin
  if(i_rx_rstn==1'b0)
    RegisterCounter<=7'd0;
  else
    begin
      case(RegisterCounterBranchCode)
        2'b00: RegisterCounter<=RegisterCounter;
        2'b01: RegisterCounter<=RegisterCounter+JoinAmount+1'b1;
        2'b10: RegisterCounter<=RegisterCounter-PopAmount-1'b1;
        2'b11: RegisterCounter<=RegisterCounter+JoinAmount-PopAmount;
        default: RegisterCounter<=RegisterCounter;
      endcase
    end
end
assign PopDataCache=CacheRegisterFIFO>>( {(7'd96-RegisterCounter),3'b000} ); 
endmodule
==> impl_metrics.yaml <==
# implementation run metrics
final_timing:
  finalHoldViolCount: 0
  relSlewSlack: 0.0779
  min_period_over_period: 0.449
  rsz0062_at_grt: "no"
  drv_slew: 0
  max_freq_mhz: 24.3
  fin_tns_setup_ns: 0
  finClkSkew_ns: 0.0530
  worst_pin_slew_ns: 1.38
  setup_violations: 0
  layout_min_cycle_time_ns: 41.22
synthesis:
  yosysCellCount: 15922
  syn_area_mm2: 0.127
  top_area_cell: "mux4_2"
  synth-seq-cells: 775
  synth-edff-count: 0
  ys.flop_type: "dfrtp_1"
  synth_cell_types: 90
  synthArstFlopShare: 1.00
  yosys_area_mm2: 0.127
  synth_top_area_share: 0.263
  yosys.area_share.aoi: 0.156
  mux_area_frac: 0.419
  ys_seq_share: 0.153
  logic_family: "multiplexers"
  synthXorXnorAreaFrac: 0.00124
  syn_area_per_cell_um2: 7.98
  yosysWarnings: 1
  simple_gate_share: 0.214
  adder_share: 0.00274
  netlist_instances: 15922
  topCellsByArea: "mux4_2 (26%), dfrtp_1 (15%), nand2_1 (12%), mux2i_1 (12%), nor2_1 (6.6%)"
flow_run:
  maxCapViolations: 0
  warnings: 94
critical_path:
  crit_chain: "clkdlybuf4s50_1 > buf_4 > nor2_1 > buf_4 > a21oi_1 > and3_1 > a31oi_1 > o21ai_0 > a21oi_1 > o21ai_0 > clkdlybuf4s50_1"
  required_ns: 73.52
  endpoint_kind: "primary output"
  critPathLaunchType: "input pin"
  cpPeakStageDelay_ns: 0.98
  cpMaxStageDelayCell: "o21ai_0"
  cp_max_fo: 17
  critPathBufInv: 4
  arrival_ns: 22.84
  cp_top_family: "AND-OR/OR-AND gates"
  worstReg2RegStart: "RegisterCounter[0]"
  crit_start: "PopAmount[3]"
  path_class: "in2out"
finish:
  final_cell_area_mm2: 0.142
  drive_gt1_frac: 0.196
  area_growth_pct: 11.6
  fillers: 30969
  comb_area_mm2: 0.101
  seq_area_mm2: 0.0194
floorplanning:
  rows: 206
  die_w_um: 566
  dieHeight_um: 566
  chipArea_mm2: 0.320
  io_pins: 528
  coreArea_mm2: 0.315
  fp_util: 0.403
grt:
  grt_pass1_vias: 132362
  grt_max_degree: 170
  antenna_found_initial: 247
  grt_remaining_overflow: 0
  grt_pass1_wl_mm: 1190
  grt_use_total: 0.579
cts:
  cts_max_level: 3
  ctsRootBufferMaster: "clkbuf_16"
  path_clk_slew_ns: 0.06
  cts_buffer_depth: 4
  cts_tree: "built"
  cts_buffers: 109
  clock_latency_ns: 0.89
  cts_setup_buffers: 0
  cts.sinks: 775
  cts_hold_buf: 0
  cts-resized-gates: 0
detailed_routing:
  drtPass1Iterations: 10
  drt_iter0_drc: 19420
  totalWireLength_mm: 894
  route.detailed.drc: 0
  via_per_inst: 7.07
  wl_per_cell_um: 44.3
  drt.antenna.violating_nets: 0
  vias: 142668
hold_path:
  hold_class: "reg2reg"
  hp-start: "CacheRegisterFIFO[5]"
placed_design:
  dpl.hpwl_mm: 718
  numPortBuffers: 527
  gp_congestion: 1.21
  placed_cell_area_mm2: 0.138
run_status:
  status: "complete, no violations"
layer usage:
metal  part of all wire  global-route usage  wire length, um  up-vias
li1                   -                   -                -    58329
met2               0.37               0.689           328000    11817
met4              0.076               0.345            68000      180
met1               0.37               0.733           328000    70069
met3               0.19               0.431           166000     2273
met5             0.0050               0.105             4440        -
placed cells by master, fill, tap and decap left out, drive strengths merged, types with 44 or more instances in the layout:
cell type and count:
diode 151, mux4 1485, mux2 443, a211o 66
a31oi 122, nand3 216, a31o 52, clkdlybuf4s50 521
o21a 105, nand2 4156, o211ai 237, and3 78
clkbuf 157, buf 786, nor2 2232, a211oi 179
nor3 64, a21oi 502, o21ai 1334, dfrtp 775
and2 79, o22ai 102, a22oi 44, mux2i 1478
registers in the layout, indices dropped and copies added (netlist names):
register,cells
RegisterCounter,7
CacheRegisterFIFO,768
path summary, 6_finish.rpt:
kind | end | slack, ns | depth (start not counted)
setup / recovery | PopData[154] | 50.68 | 11
hold / removal | CacheRegisterFIFO[5] | 0.48 | 2
setup reg to reg | CacheRegisterFIFO[366] | 84.16 | 14
hold reg to reg | CacheRegisterFIFO[5] | 0.48 | 2
max in group asynchronous | CacheRegisterFIFO[169] | 70.04 | 7
min in group asynchronous | CacheRegisterFIFO[30] | 17.45 | 1
final cells by class:
| cell class | instances | share of cell area |
|---|---|---|
| Antenna cell | 151 | 0.00266 |
| Clock buffer | 157 | 0.0228 |
| Clock inverter | 42 | 0.00360 |
| Inverter | 22 | 0.000812 |
| Multi-Input combinational cell | 13568 | 0.715 |
| Sequential cell | 775 | 0.137 |
| Tap cell | 4160 | 0.0367 |
| Timing Repair Buffer | 1307 | 0.0813 |
stage by stage:
stage	util	hold WS, ns	worst slack [ns]	std cells
after floorplan	-	0.445	53.44	15922
after global placement	0.436	0.459	51.07	19832
after detailed placement	0.436	0.470	50.99	19832
after CTS	0.448	0.484	50.97	20031
after global routing	0.449	0.513	50.85	20099
final	0.450	0.482	50.68	20182
cell usage after synthesis, drive strengths merged (33+ instances only):
cell,instances
o21ai,1334
a21o,33
o22ai,102
and3,78
mux2i,1478
mux2,443
a21oi,502
and2,79
mux4,1485
a22oi,44
dfrtp,775
nor2,2232
a211o,66
nand3,216
a32oi,41
o211ai,237
nor3,64
clkbuf,774
a31o,52
buf,783
a211oi,179
o21a,105
nand2,4156
a31oi,122
worst reg2reg max path: stages (launching register included):
cell	delay, ns
dfrtp_4	0.67
buf_4	0.42
ha_1	0.31
fa_1	0.43
a211oi_1	0.22
nor2_1	0.12
xnor2_1	0.35
a311o_2	0.84
buf_4	0.55
buf_4	0.63
buf_4	0.73
buf_4	0.69
buf_4	0.67
buf_4	0.73
o21ai_0	0.24
cells by family after synthesis:
kind of cell    count (synthesis)
buf+inv                      1579
compound gates               3183
flops                         775
simple gates                 6935
mux                          3406
fa+ha+maj                      26
xor+xnor                       18
